**design.v**
```verilog
module data_io
(
	input             clk_sys,
	input             SPI_SCK,
	input             SPI_SS2,
	input             SPI_SS4,
	input             SPI_DI,
	inout             SPI_DO,
	input             QCSn,
	input             QSCK,
	input       [3:0] QDAT,
	input             clkref_n,  
	output reg        ioctl_download = 0,  
	output reg        ioctl_upload = 0,    
	output reg  [7:0] ioctl_index,         
	output reg        ioctl_wr,            
	output reg [24:0] ioctl_addr,
	output reg  [7:0] ioctl_dout,
	input       [7:0] ioctl_din,
	output reg [23:0] ioctl_fileext,       
	output reg [31:0] ioctl_filesize       
);
parameter START_ADDR = 25'd0;
parameter ROM_DIRECT_UPLOAD = 0;
parameter USE_QSPI = 0;
reg  [7:0] data_w;
reg  [7:0] data_w2  = 0;
reg  [7:0] data_w3  = 0;
reg  [3:0] cnt;
reg        rclk   = 0;
reg        rclk2  = 0;
reg        rclk3  = 0;
reg        addr_reset = 0;
reg        downloading_reg = 0;
reg        uploading_reg = 0;
reg        reg_do;
localparam DIO_FILE_TX      = 8'h53;
localparam DIO_FILE_TX_DAT  = 8'h54;
localparam DIO_FILE_INDEX   = 8'h55;
localparam DIO_FILE_INFO    = 8'h56;
localparam DIO_FILE_RX      = 8'h57;
localparam DIO_FILE_RX_DAT  = 8'h58;
localparam QSPI_READ        = 8'h40;
localparam QSPI_WRITE       = 8'h41;
assign SPI_DO = reg_do;
always@(negedge SPI_SCK or posedge SPI_SS2) begin : SPI_TRANSMITTER
	reg [7:0] dout_r;
	if(SPI_SS2) begin
		reg_do <= 1'bZ;
	end else begin
		if (cnt == 15) dout_r <= ioctl_din;
		reg_do <= dout_r[~cnt[2:0]];
	end
end
always@(posedge SPI_SCK, posedge SPI_SS2) begin : SPI_RECEIVER
	reg  [6:0] sbuf;
	reg [24:0] addr;
	reg  [7:0] cmd;
	reg  [5:0] bytecnt;
	if(SPI_SS2) begin
		bytecnt <= 0;
		cnt <= 0;
	end	else begin
		if(cnt != 15) sbuf <= { sbuf[5:0], SPI_DI};
		if(cnt != 15) cnt <= cnt + 1'd1;
			else cnt <= 8;
		if(cnt == 7) cmd <= {sbuf, SPI_DI};
		if(cnt == 15) begin
			case (cmd)
			DIO_FILE_TX: begin
				if(SPI_DI) begin
					addr_reset <= ~addr_reset;
					downloading_reg <= 1;
				end else begin
					downloading_reg <= 0;
				end
			end
			DIO_FILE_RX: begin
				if(SPI_DI) begin
					addr_reset <= ~addr_reset;
					uploading_reg <= 1;
				end else begin
					uploading_reg <= 0;
				end
			end
			DIO_FILE_RX_DAT,
			DIO_FILE_TX_DAT: begin
				data_w <= {sbuf, SPI_DI};
				rclk <= ~rclk;
			end
			DIO_FILE_INDEX: ioctl_index <= {sbuf, SPI_DI};
			DIO_FILE_INFO: begin
				bytecnt <= bytecnt + 1'd1;
				case (bytecnt)
					8'h08: ioctl_fileext[23:16]  <= {sbuf, SPI_DI};
					8'h09: ioctl_fileext[15: 8]  <= {sbuf, SPI_DI};
					8'h0A: ioctl_fileext[ 7: 0]  <= {sbuf, SPI_DI};
					8'h1C: ioctl_filesize[ 7: 0] <= {sbuf, SPI_DI};
					8'h1D: ioctl_filesize[15: 8] <= {sbuf, SPI_DI};
					8'h1E: ioctl_filesize[23:16] <= {sbuf, SPI_DI};
					8'h1F: ioctl_filesize[31:24] <= {sbuf, SPI_DI};
				endcase
			end
			endcase
		end
	end
end
generate if (ROM_DIRECT_UPLOAD == 1) begin
always@(posedge SPI_SCK, posedge SPI_SS4) begin : SPI_DIRECT_RECEIVER
	reg  [6:0] sbuf2;
	reg  [2:0] cnt2;
	reg  [9:0] bytecnt;
	if(SPI_SS4) begin
		cnt2 <= 0;
		bytecnt <= 0;
	end else begin
		if(cnt2 != 7)
			sbuf2 <= { sbuf2[5:0], SPI_DO };
		cnt2 <= cnt2 + 1'd1;
		if(cnt2 == 7) begin
			bytecnt <= bytecnt + 1'd1;
			if (bytecnt == 513) bytecnt <= 0;
			if (~bytecnt[9]) begin
				data_w2 <= {sbuf2, SPI_DO};
				rclk2 <= ~rclk2;
			end
		end
	end
end
end
endgenerate
generate if (USE_QSPI == 1) begin
always@(negedge QSCK, posedge QCSn) begin : QSPI_RECEIVER
	reg nibble_lo;
	reg cmd_got;
	reg cmd_write;
	if (QCSn) begin
		cmd_got <= 0;
		cmd_write <= 0;
		nibble_lo <= 0;
	end else begin
		nibble_lo <= ~nibble_lo;
		if (nibble_lo) begin
			data_w3[3:0] <= QDAT;
			if (!cmd_got) begin
				cmd_got <= 1;
				if ({data_w3[7:4], QDAT} == QSPI_WRITE) cmd_write <= 1;
			end else begin
				if (cmd_write) rclk3 <= ~rclk3;
			end
		end else
			data_w3[7:4] <= QDAT;
	end
end
end
endgenerate
always@(posedge clk_sys) begin : DATA_OUT
	reg rclkD, rclkD2;
	reg rclk2D, rclk2D2;
	reg rclk3D, rclk3D2;
	reg addr_resetD, addr_resetD2;
	reg wr_int, wr_int_direct, wr_int_qspi, rd_int;
	reg [24:0] addr;
	reg [31:0] filepos;
	{ rclkD, rclkD2 } <= { rclk, rclkD };
	{ rclk2D ,rclk2D2 } <= { rclk2, rclk2D };
	{ rclk3D ,rclk3D2 } <= { rclk3, rclk3D };
	{ addr_resetD, addr_resetD2 } <= { addr_reset, addr_resetD };
	ioctl_wr <= 0;
	if (!downloading_reg) begin
		ioctl_download <= 0;
		wr_int <= 0;
		wr_int_direct <= 0;
	end
	if (!uploading_reg) begin
		ioctl_upload <= 0;
		rd_int <= 0;
	end
	if (~clkref_n) begin
		rd_int <= 0;
		wr_int <= 0;
		wr_int_direct <= 0;
		wr_int_qspi <= 0;
		if (wr_int || wr_int_direct || wr_int_qspi) begin
			ioctl_dout <= wr_int ? data_w : wr_int_direct ? data_w2 : data_w3;
			ioctl_wr <= 1;
			addr <= addr + 1'd1;
			ioctl_addr <= addr;
		end
		if (rd_int) begin
			ioctl_addr <= ioctl_addr + 1'd1;
		end
	end
	if(addr_resetD ^ addr_resetD2) begin
		addr <= START_ADDR;
		ioctl_addr <= START_ADDR;
		filepos <= 0;
		ioctl_download <= downloading_reg;
		ioctl_upload <= uploading_reg;
	end
	if (rclkD ^ rclkD2) begin
		wr_int <= downloading_reg;
		rd_int <= uploading_reg;
	end
	if (rclk2D ^ rclk2D2 && filepos != ioctl_filesize) begin
		filepos <= filepos + 1'd1;
		wr_int_direct <= 1;
	end
	if (rclk3D ^ rclk3D2) begin
		wr_int_qspi <= downloading_reg;
	end
end
endmodule
```
**run.sh**
```bash
#!/bin/bash
# OpenROAD 26Q1-2900-gdf79404cd8, Yosys 0.63+post, stock flow scripts
make -C /OpenROAD-flow-scripts/flow DESIGN_CONFIG=/design/flow/config.mk WORK_HOME=/design/flow/orfs finish
```
**config.mk**
```make
export PLATFORM = sky130hd
export DESIGN_NAME = data_io
export DESIGN_NICKNAME = data_io
export VERILOG_FILES = /design/flow/design.v
export SDC_FILE = /design/flow/constraint.sdc
export NUM_CORES = 4
export LEC_CHECK = 1
export CORE_UTILIZATION = 30
```
**constraint.sdc**
```tcl
current_design data_io

set clk_period 5.8
set clk_io_pct 0.2

create_clock -name clk0 -period $clk_period [get_ports {SPI_SCK}]
create_clock -name clk1 -period $clk_period [get_ports {clk_sys}]

set non_clock_inputs [all_inputs -no_clocks]
set_input_delay [expr $clk_period * $clk_io_pct] -clock clk0 $non_clock_inputs
set_output_delay [expr $clk_period * $clk_io_pct] -clock clk0 [all_outputs]
```
==> impl_metrics.tcl <==
# metrics dict for downstream scripts
set metrics [dict create \
    status "finished clean" \
    r2r_slack_ps 1390 \
    io_pins 121 \
    wl_um 15700 \
    setup_ws_ps 788 \
    postSynth.asyncResetShare 0.0621 \
    clock_sinks 177 \
    max_stage_delay_ps 520 \
    syn2layout_area_growth_pct 29.5 \
    cp_slowest_cell "and4b_1" \
    dieWidth_um 156 \
    antenna_found_initial 0 \
    diodes 0 \
    slew_violations 0 \
    fp_util 0.310 \
    grt_pass1_vias 4630 \
    regMostFlops "ioctl_filesize" \
    rr_worst_depth 2 \
    logic_area_mm2 0.00225 \
    rows 55 \
    first_pass_iters 4 \
    coreArea_mm2 0.0229 \
    mostFrequentLayoutCells "edfxtp_1, clkdlybuf4s50_1, dfxtp_1" \
    p_per_area_mw_per_mm2 275 \
    drive_gt1_frac 0.0804 \
    critPathBufInv 1 \
    p_leak_nw 3.05 \
    pwr-share-seq 0.530 \
    warnings 44 \
    chipArea_mm2 0.0243 \
    hpwl_um 10800 \
    grt_first_pass_wirelength_um 24800 \
    ys_cells 549 \
    drc 0 \
    drt_iter0_drc 285 \
    place_ws_ps 380 \
    synth.cell_area_mm2 0.00710 \
    fp.dieH_um 156 \
    crit_arrival_ps 2150 \
    grt_max_degree 37 \
    viasPerCell 4.84 \
    track_usage 0.137 \
    combPwrFrac 0.015 \
    crit_family "simple AND/OR/NAND/NOR gates" \
    syn_inst 549 \
    vias 4825 \
    min_path_type "register to register" \
    cts-hold-fix-buffers 0 \
    switching_share 0.202 \
    groute.layer.met2.usage 0.207 \
    clk_pin_slew_worst_paths_ps 60 \
    postRouteAntennaNets 0 \
    syn_area_per_cell_um2 12.9 \
    slew_headroom 0.450 \
    yosysSeqAreaShare 0.663 \
    top_regs "ioctl_filesize (32), DATA_OUT.addr (25), ioctl_addr (25)" \
    edf_count 111 \
    hold_depth 0 \
    hold_viol_final 0 \
    cts_resized 0 \
    largest_reg_flops 32 \
    wire_per_inst_um 15.8 \
    setup_tns_ps 0 \
    grt_setup_unrepaired "false" \
    fillCellCount 2116 \
    routabilityCongestion 0.834 \
    r2r-start "cnt[0]" \
    cts_tree "built" \
    cp_cell_sequence "clkdlybuf4s50_1 -> and4b_1" \
    r2r-end "SPI_TRANSMITTER.dout_r[6]" \
    hp-start "rclk" \
    cp-start-kind "primary input" \
    clkPwrFrac 0.455 \
    irDropWorstVdd_uv 182 \
    cts_setup_buffers 0 \
    p_sw_mw 0.511 \
    busiest_layer "met2" \
    tightest_slew_ps 822 \
    yosys_area_mm2 0.00710 \
    io_buffers 111 \
    max_cap_viol_count 0 \
    critical_path.max_fanout 9 \
    setup_viol_count_final 0 \
    use_met3 0.0487 \
    grt_overflow 0 \
    flop_cell "edfxtp_1" \
    ys_types 60 \
    cp-end-kind "register" \
    fin_skew_ps 65.4 \
    ys_warn_count 2 \
    required_ps 2940 \
    grt_use_met1 0.201 \
    seq_area_mm2 0.00471 \
    synth_flops 177 \
    setup.worst_path.class "primary input to register" \
    min_to "DATA_OUT.rclkD" \
    p_int_mw 2.02 \
]
synthesized netlist by cell type (all sizes together), types with 3 or more instances:
master,n,area (um2)
dfxtp,55,1100
a21o,3,22.5
xnor2,13,114
nor2b,4,25.0
nor4,10,81.3
edfxtp,111,3330
o31ai,12,90.1
a311oi,8,70.1
nand3b,4,42.5
xor2,6,52.6
clkbuf,17,63.8
a31oi,4,25.0
a32oi,3,26.3
ha,7,87.6
o22ai,3,18.8
nor3,13,70.1
mux2i,5,50.1
dfrtp,10,250
a211oi,9,67.6
and3,10,62.6
or4,10,75.1
or3,5,36.3
nand2b,6,37.5
and4,9,78.8
inv,14,52.6
o21ai,18,90.1
nand2,26,97.6
nand3,16,80.1
and2,25,156
a21oi,32,160
nor2,27,101
nand4,15,100
o221ai,6,52.6
buf,6,36.3
through the flow:
stage                     cell area [um2]  power [mW]  instances  hold WS (ps)   util
after global routing                 9190        2.61        997           400  0.401
after floorplan                      7100        1.39        549           348      -
after detailed placement             8570        1.42        958           365  0.374
final                                9190        2.53        997           374  0.401
after CTS                            9190        2.55        997           380  0.401
after global placement               8570        1.42        958           360  0.374
cell type report:
class,instances,share of cell area
clock buffer,21,0.0526
timing repair buffer,119,0.127
clock inverter,19,0.0147
multi-input combinational,335,0.245
sequential,177,0.513
tap,313,0.0426
inverter,13,0.00531
kinds of logic (layout without fill, tap and decap cells):
family / after synthesis / in the layout / share of synthesized area
compound gates: 111 / 111 / 0.103
xor+xnor: 19 / 19 / 0.0234
fa+ha+maj: 7 / 7 / 0.0123
buf+inv: 37 / 172 / 0.0215
flops: 177 / 177 / 0.663
mux: 9 / 9 / 0.0166
simple gates: 189 / 189 / 0.159
routing by layer:
metal  vias up  wire length, um
met5         -                0
met4         0              294
met3        21             1210
met2       159             7330
met1      2289             6890
li1       2356                -
worst max path at each step:
| stage | start | to | slack, ps | cells past startpoint |
|---|---|---|---|---|
| final | SPI_SS2 | SPI_TRANSMITTER.dout_r[6] | 790 | 2 |
| after global routing | SPI_SS2 | SPI_TRANSMITTER.dout_r[3] | 720 | 2 |
| after CTS | SPI_SS2 | SPI_TRANSMITTER.dout_r[6] | 780 | 2 |
power groups by stage:
stage         clock network (mW)  registers [mW]  logic [mW]
CTS                         1.17            1.34      0.0380
global route                1.23            1.34      0.0420
finish                      1.15            1.34      0.0374
Power figures rest on the tool's default switching activity, not on a simulated workload.
