==> flow/design.v <==
module cofi (
    input        clk,
    input        pix_ce,
    input        enable,
    input        hblank,
    input        vblank,
    input        hs,
    input        vs,
    input  [5:0] red,
    input  [5:0] green,
    input  [5:0] blue,
    output reg       hblank_out,
    output reg       vblank_out,
    output reg       hs_out,
    output reg       vs_out,
    output reg [5:0] red_out,
    output reg [5:0] green_out,
    output reg [5:0] blue_out
);
    function bit [5:0] color_blend (
        input [5:0] color_prev,
        input [5:0] color_curr,
        input blank_last
    );
    begin
        color_blend = blank_last ? color_curr : (color_prev >> 1) + (color_curr >> 1);
    end
    endfunction
reg [5:0] red_last;
reg [5:0] green_last;
reg [5:0] blue_last;
wire      ce = enable ? pix_ce : 1'b1;
always @(posedge clk) if (ce) begin
    hblank_out <= hblank;
    vblank_out <= vblank;
    vs_out     <= vs;
    hs_out     <= hs;
    red_last   <= red;
    blue_last  <= blue;
    green_last <= green;
    red_out    <= enable ? color_blend(red_last,   red,   hblank_out) : red;
    blue_out   <= enable ? color_blend(blue_last,  blue,  hblank_out) : blue;
    green_out  <= enable ? color_blend(green_last, green, hblank_out) : green;
end
endmodule
==> flow/run.sh <==
#!/bin/bash
# OpenROAD 26Q1-2900-gdf79404cd8, Yosys 0.63+post, stock flow scripts
make -C /OpenROAD-flow-scripts/flow DESIGN_CONFIG=/design/flow/config.mk WORK_HOME=/design/flow/orfs finish
==> flow/config.mk <==
export PLATFORM = sky130hd
export DESIGN_NAME = cofi
export DESIGN_NICKNAME = cofi
export VERILOG_FILES = /design/flow/design.v
export SDC_FILE = /design/flow/constraint.sdc
export NUM_CORES = 4
export LEC_CHECK = 1
export CORE_AREA = 10 10 110 110
export DIE_AREA = 0 0 120 120
==> flow/constraint.sdc <==
current_design cofi

set clk_period 2.5
set clk_io_pct 0.2

create_clock -name clk0 -period $clk_period [get_ports {clk}]

set non_clock_inputs [all_inputs -no_clocks]
set_input_delay [expr $clk_period * $clk_io_pct] -clock clk0 $non_clock_inputs
set_output_delay [expr $clk_period * $clk_io_pct] -clock clk0 [all_outputs]
==> results.py <==
# Physical implementation metrics
metrics = {
    "place": {
        "portBuffers": 46,
        "hpwl_um": 3350,
        "place_congestion": 0.793,
        "placed_area_sq_um": 2630,
    },
    "power_and_ir_drop": {
        "clkPwrFrac": 0.311,
        "p_leak_nw": 1.04,
        "netSwitchingPower_w": 0.000380,
        "combPwrFrac": 0.206,
        "swShare": 0.233,
        "p_int_w": 0.00125,
        "ir_drop_uv": 271,
        "p_seq_frac": 0.482,
        "power_density_nw_per_um2": 595,
    },
    "grt": {
        "grt_use_total": 0.0637,
        "grt_max_degree": 25,
        "grt_overflow_total": 0,
        "grt_pass1_wl_um": 7510,
        "grt_pass1_vias": 1426,
        "antenna_found_initial": 1,
    },
    "clock_tree": {
        "cts_root_buffer": "clkbuf_8",
        "clkTransAtPathRegs_ns": 0.07,
        "postCtsSetupBuffers": 0,
        "h-tree-depth": 2,
        "cts_buffer_depth": 2,
        "cts_tree": "built",
        "hold_buffers": 0,
        "clock_latency_ns": 0.29,
        "cts_resized": 0,
        "cts_sinks": 37,
        "cts_buffers": 5,
    },
    "synth": {
        "ys_seq_frac": 0.554,
        "ys_ff": 37,
        "area_leaders": "edfxtp_1, ha_1, nand2_1",
        "ys.warnings.count": 1,
        "largest_area_cell": "edfxtp_1",
        "synth.avg_cell_area_sq_um": 12.8,
        "synth_area_sq_um": 2000,
        "syn_inst": 156,
        "synth.distinct_cells": 32,
        "yosysCellCount": 156,
        "yosys-stat-area_sq_um": 2000,
        "post-synth-top-area-fraction": 0.554,
    },
    "timing": {
        "finalSetupTns_ns": 0,
        "skew_ns": 0.00455,
        "drv_slew": 0,
        "max_freq_ghz": 0.468,
        "rsz0062_at_grt": "no",
        "setup_viol": 0,
        "tightest_slew_ns": 0.430,
        "final.min_clock_period_ns": 2.14,
        "maxSlewHeadroom": 0.714,
        "finalHoldViolCount": 0,
        "period_used_share": 0.855,
    },
    "drt": {
        "insertedDiodeCount": 0,
        "postRouteAntennaNets": 0,
        "drt_first_iter_violations": 61,
        "num_vias": 1374,
        "drc": 0,
        "wire_per_inst_um": 13.1,
        "first_pass_iters": 4,
        "finalWirelength_um": 4480,
        "avgViaCountPerCell": 4.03,
    },
    "cells_and_area": {
        "fin_util": 0.280,
        "area_growth_pct": 36.6,
        "fill_cells": 1011,
        "final_cell_area_sq_um": 2740,
        "drive_above_1_share": 0.0721,
    },
    "setup_path": {
        "cpPeakStageDelay_ns": 0.50,
        "cp_cell_sequence": "clkdlybuf4s50_1 > ha_1 > inv_1 > fa_1 > nand2b_1 > a2111o_1 > nand3_1",
        "cp.arrival_ns": 2.29,
        "cp-start-kind": "input port",
        "cp-endpoint": "red_out[4]$_DFFE_PP_",
        "crit_path_max_fanout": 3,
        "startpoint": "red[1]",
        "reg2reg_depth": 3,
        "end_kind": "flip-flop",
        "r2r_slack_ns": 0.73,
        "r2r_start": "hblank_out$_DFFE_PP_",
        "required_ns": 2.65,
        "r2r-end": "blue_out[5]$_DFFE_PP_",
        "worstSetupPathType": "in2reg",
        "cpMaxStageDelayCell": "clkdlybuf4s50_1",
    },
    "floorplanning": {
        "chip_area_sq_um": 14400,
        "dieHeight_um": 120,
        "ioPinCount": 47,
        "fp-utilization": 0.205,
        "core_sq_um": 9770,
        "rows": 36,
        "die_w_um": 120,
    },
    "run_status": {
        "status": "completed",
    },
    "worst_hold_path": {
        "hp-start": "blue_last[1]$_DFFE_PP_",
        "hold_path.class": "reg2reg",
    },
    "run": {
        "cap_violations": 0,
        "openroad.warnings": 25,
    },
}
## synth_stat cells, drive strengths merged
cell and instances:
and4bb 3, nand2b 5, or3 3, o211a 3, buf 5, edfxtp 37, nor4bb 1, o21ai 11
nor4b 5, a211oi 6, or4 2, a2111o 1, inv 13, fa 3, o22ai 1, ha 15
nand3 4, o31ai 3, a221oi 3, nor2 3, a21o 3, nor2b 4, nand2 18, o2111ai 2
xnor2 2
## layout by cell type (no fill, tap or decap), drive strengths merged
cell and count:
a2111o 1, a211oi 6, a21o 3, a221oi 3
and4bb 3, buf 3, bufinv 1, clkbuf 5
clkdlybuf4s50 46, clkinv 1, clkinvlp 1, edfxtp 37
fa 3, ha 15, inv 13, nand2 18
nand2b 5, nand3 4, nor2 3, nor2b 4
nor4b 5, nor4bb 1, o2111ai 2, o211a 3
o21ai 11, o22ai 1, o31ai 3, or3 3
or4 2, xnor2 2
## flip-flops by register name (all words and copies together) (netlist names), 5 cells and up
| signal | count |
|---|---|
| blue_last | 5 |
| red_out | 6 |
| green_out | 6 |
| green_last | 5 |
| red_last | 5 |
| blue_out | 6 |
## kinds of logic (layout without fill, tap and decap cells)
| family | after synthesis | after routing | synth area share |
|---|---|---|---|
| xor gates and xnor gates | 2 | 2 | 0.00874 |
| DFF | 37 | 37 | 0.554 |
| AOI/OAI and AO/OA | 33 | 33 | 0.121 |
| buffers and inverters | 18 | 70 | 0.0443 |
| adders and majority gates | 18 | 18 | 0.124 |
| and+or+nand+nor | 48 | 48 | 0.148 |
## layer usage
layer,up-vias,part of all wire,GRT usage
met1,617,0.49,0.0901
li1,702,-,-
met5,-,0.0029,0
met3,6,0.12,0.0362
met4,2,0.011,0.00830
met2,47,0.38,0.0863
## power by group through the flow
stage	registers (W)	clock network, W	logic (W)
finish	0.000786	0.000508	0.000336
global route	0.000796	0.000552	0.000383
CTS	0.000788	0.000531	0.000343
## worst min-delay path by stage
| stage | endpoint | slack (ns) | depth (start not counted) |
|---|---|---|---|
| 4_1_cts | blue_out[0]$_DFFE_PP_ | 0.64 | 3 |
| 6_report | blue_out[0]$_DFFE_PP_ | 0.64 | 3 |
| 5_1_grt | green_out[0]$_DFFE_PP_ | 0.68 | 3 |
## worst max-delay path, delay by kind of cell
| family | cells | cell delay, ns |
|---|---|---|
| and+or+nand+nor | 2 | 0.25 |
| adders and majority gates | 2 | 0.58 |
| buffers and inverters | 2 | 0.56 |
| AOI/OAI and AO/OA | 1 | 0.40 |
## cell type report
type / instances / area [sq um] / area share
Timing Repair Buffer: 49 / 495 / 0.181
Multi-Input combinational cell: 101 / 807 / 0.295
Clock buffer: 5 / 68.8 / 0.0251
Tap cell: 133 / 166 / 0.0608
Inverter: 13 / 48.8 / 0.0178
Sequential cell: 37 / 1110 / 0.406
Clock inverter: 3 / 41.3 / 0.0151
## stage by stage
step	power (W)	std cells	setup WS (ns)	hold slack [ns]
after floorplan	0.000966	156	0.591	0.594
after global placement	0.00114	333	0.106	0.617
after detailed placement	0.00114	333	0.0684	0.628
after CTS	0.00166	341	0.374	0.645
after global routing	0.00173	341	0.250	0.683
final	0.00163	341	0.363	0.638
Power is estimated from default activity; no workload was simulated.
